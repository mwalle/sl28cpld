### flow/run.sh
#!/bin/bash
# OpenROAD 26Q1-2900-gdf79404cd8, Yosys 0.63+post, stock flow scripts
make -C /OpenROAD-flow-scripts/flow DESIGN_CONFIG=/design/flow/config.mk WORK_HOME=/design/flow/orfs finish
### flow/config.mk
export PLATFORM = sky130hd
export DESIGN_NAME = i2c_slave
export DESIGN_NICKNAME = i2c_slave
export VERILOG_FILES = /design/flow/design.v
export SDC_FILE = /design/flow/constraint.sdc
export NUM_CORES = 4
export LEC_CHECK = 1
export CORE_AREA = 10 10 105 105
export DIE_AREA = 0 0 115 115
### flow/constraint.sdc
current_design i2c_slave

set clk_period 2.5
set clk_io_pct 0.2

create_clock -name clk0 -period $clk_period [get_ports {clk}]

set non_clock_inputs [all_inputs -no_clocks]
set_input_delay [expr $clk_period * $clk_io_pct] -clock clk0 $non_clock_inputs
set_output_delay [expr $clk_period * $clk_io_pct] -clock clk0 [all_outputs]
### flow/design.v
module i2c_slave #(
	parameter I2C_ADDRESS = 7'h4a
) (
	input rst,
	input clk,
	input sda,
	output reg sda_out,
	input scl,
	output [7:0] csr_a,
	input [7:0] csr_di,
	output csr_we,
	output [7:0] csr_do
);
wire sda_in, sda_posedge, sda_negedge;
sync_edge sync_edge_sda (
	.clk(clk),
	.in(sda),
	.out(sda_in),
	.out0(),
	.out_edge(),
	.out_negedge(sda_negedge),
	.out_posedge(sda_posedge)
);
wire scl_in, scl_posedge, scl_negedge;
sync_edge sync_edge_scl (
	.clk(clk),
	.in(scl),
	.out(scl_in),
	.out0(),
	.out_edge(),
	.out_negedge(scl_negedge),
	.out_posedge(scl_posedge)
);
wire start   = sda_negedge & scl_in;
wire stop    = sda_posedge & scl_in;
wire capture = scl_posedge;
wire update  = scl_negedge;
reg [3:0] bit_counter;
always @(posedge clk) begin
	if (rst || start) begin
		bit_counter <= 4'd0;
	end else if (capture) begin
		bit_counter <= bit_counter + 4'b1;
		if (bit_counter == 4'd8)
			bit_counter <= 4'd0;
	end
end
wire ack_bit = (bit_counter == 4'd8) & capture;
reg [7:0] input_shift;
always @(posedge clk) begin
	if (rst)
		input_shift <= 8'h0;
	else if (capture)
		input_shift <= {input_shift[6:0], sda_in};
end
wire address_match = input_shift[7:1] == I2C_ADDRESS;
wire read_write = input_shift[0];
wire master_ack = ~sda_in;
localparam [2:0] IDLE     = 3'd0,
		 DEV_ADDR = 3'd1,
		 READ     = 3'd2,
		 IDX_PTR  = 3'd3,
		 WRITE    = 3'd4;
reg [2:0] state, next_state;
always @(posedge clk) begin
	if (rst)
		state <= IDLE;
	else
		state <= next_state;
end
always @(*) begin
	next_state = state;
	if (start)
		next_state = DEV_ADDR;
	else if (stop)
		next_state = IDLE;
	else if (ack_bit) begin
		case (state)
		DEV_ADDR:
			if (!address_match)
				next_state = IDLE;
			else if (read_write)
				next_state = READ;
			else
				next_state = IDX_PTR;
		IDX_PTR:
			next_state = WRITE;
		READ:
			if (!master_ack)
				next_state = IDLE;
		default: ;
		endcase
	end
end
reg [7:0] idx_ptr;
always @(posedge clk) begin
	if (rst)
		idx_ptr <= 8'd0;
	else if (ack_bit) begin
		case (state)
		IDX_PTR:
			idx_ptr <= input_shift[7:0];
		READ,
		WRITE:
			idx_ptr <= idx_ptr + 8'd1;
		endcase
	end
end
reg [7:0] output_shift;
always @(posedge clk) begin
	if (rst)
		output_shift <= 8'h0;
	else if (ack_bit)
		output_shift <= csr_di;
	else if (capture)
		output_shift <= {output_shift[6:0], 1'b0};
end
wire need_ack = (state == DEV_ADDR && address_match) ||
		(state == IDX_PTR) ||
		(state == WRITE);
always @(posedge clk) begin
	if (rst)
		sda_out <= 1'b1;
	else if (start)
		sda_out <= 1'b1;
	if (update) begin
		sda_out <= 1'b1;
		if (bit_counter == 4'd8)
			sda_out <= !need_ack;
		else if (state == READ)
			sda_out <= output_shift[7];
	end
end
assign csr_a = idx_ptr;
assign csr_we = (state == WRITE) & ack_bit;
assign csr_do = input_shift;
endmodule
module sync_edge #(
	parameter WIDTH = 1
) (
	input clk,
	input [WIDTH-1:0] in,
	output [WIDTH-1:0] out,
	output [WIDTH-1:0] out0,
	output [WIDTH-1:0] out_edge,
	output [WIDTH-1:0] out_negedge,
	output [WIDTH-1:0] out_posedge
);
reg [WIDTH-1:0] in1, in0;
initial in0 = {WIDTH {1'b0}};
initial in1 = {WIDTH {1'b0}};
always @(posedge clk) begin
	{in1, in0} <= {in0, in};
end
assign out = in0;
assign out0 = in1;
assign out_edge = in1 ^ in0;
assign out_negedge = in1 & ~in0;
assign out_posedge = ~in1 & in0;
endmodule
==> impl_metrics.json <==
{
  "grt_pass1_wl_um": 7148,
  "ys.flops": 37,
  "r2r_slack_ns": 0.72,
  "dieArea_um2": 13230,
  "critical_path_depth": 5,
  "antenna_found_initial": 0,
  "post_cts_buffers": 0,
  "place_area_um2": 2111,
  "edf_count": 1,
  "vias": 1537,
  "n_fill_cell": 934,
  "period_minus_slack_ns": 2.236,
  "place_ws_ns": 0.5737,
  "yosysTopAreaCell": "dfxtp_1",
  "warnings": 26,
  "n_antenna_cell": 0,
  "cp.required_ns": 2.00,
  "htree_levels": 2,
  "top_cell_area_share_pct": 41.80,
  "synth_chip_area_um2": 1724,
  "rr_worst_depth": 6,
  "cts-buffers-inserted": 5,
  "logic_family": "simple AND/OR/NAND/NOR gates",
  "slew_headroom_pct": 54.88,
  "design.core.area_um2": 8763,
  "whs_endpoint": "sync_edge_sda.in1$_DFF_P_",
  "status": "finished, final reports clean",
  "cts_buffer_depth": 2,
  "grt_pass1_vias": 1484,
  "finalWorstSetupSlack_ns": 0.2642,
  "maxCapViolations": 0,
  "hpwl_um": 3192,
  "tightest_slew_ns": 0.6769,
  "syn_area_per_cell_um2": 8.171,
  "io_pins": 30,
  "rows": 34,
  "fp_util_pct": 19.67,
  "p_per_area_nw_per_um2": 533.6,
  "critical_path.max_stage_delay_ns": 0.42,
  "critPathKind": "reg2out",
  "simple_gate_share_pct": 27.14,
  "synth-cells-yosys": 211,
  "setup_viol": 0,
  "min_path_type": "reg2reg",
  "synth_adder_area_share_pct": 2.177,
  "cts_tree": "yes",
  "port_buffers": 29,
  "crit_arrival_ns": 1.74,
  "worstHoldStart": "sync_edge_sda.in0$_DFF_P_",
  "detail-route-antenna-nets": 0,
  "via_per_inst": 4.429,
  "crit_fanout": 4,
  "yosysUniqueCellTypes": 45,
  "die_w_um": 115,
  "fin_skew_ns": 0.005991,
  "reg2reg_to": "idx_ptr[0]$_SDFFE_PP0P_",
  "slowest_stage": "clkdlybuf4s50_1",
  "end_kind": "primary output",
  "ys.warnings.count": 2,
  "p_total_mw": 1.186,
  "area_leaders": "dfxtp_1, nand2_1, a21oi_1, a311oi_1, nor2_1",
  "power_leakage_nw": 0.7195,
  "yosys.cell_count.top_type": "nand2_1",
  "tns_ns": 0,
  "hold_depth": 0,
  "layout-drive-gt1-share_pct": 8.368,
  "min_period_over_period_pct": 89.43,
  "cp_num_buf_inv": 2,
  "stdcell_area_um2": 2222,
  "critical_path.top_delay_family": "buffers and inverters",
  "syn_inst": 211,
  "grt_setup_unrepaired": "false",
  "synthXorXnorAreaFrac_pct": 1.524,
  "flop_cell": "dfxtp_1",
  "synthArstFlopShare_pct": 0,
  "startpoint_type": "flop",
  "muxShareOfSynthArea_pct": 0,
  "track_usage_pct": 6.384,
  "ir_worst_vdd_mv": 0.1803,
  "routedWlPerCell_um": 12.26,
  "path_clk_slew_ns": 0.07,
  "syn2layout_area_growth_pct": 28.88,
  "insertion_delay_ns": 0.29,
  "overflow": 0,
  "postCtsHoldBufs": 0,
  "routed_wirelength_um": 4255,
  "yosys-top-cells-count": "nand2_1, dfxtp_1, a21oi_1",
  "synth_seq_share_pct": 43.54,
  "cts_root_buffer": "clkbuf_8",
  "dr.pass1.iters": 4,
  "slew_viol_final": 0,
  "fmax_mhz": 447.3,
  "reg2reg_from": "bit_counter[0]$_SDFFE_PP0N_",
  "path_cells": "inv_1, ha_1, and3b_1, and3_1, clkdlybuf4s50_1",
  "cts_sinks": 37,
  "post-route-util_pct": 25.36,
  "gp_congestion": 0.8369,
  "ctsResizeCount": 0,
  "grt_max_degree": 29,
  "drtIter0Drc": 79,
  "synth_area_um2": 1724,
  "drc": 0,
  "hold_viol": 0,
  "fp.dieH_um": 115,
  "aoi_share_pct": 19.96
}
==> area by class of cell <==
type,instances,area (um2),area share (%)
clock buffer,8,111.4,5.011
sequential,37,750.7,33.78
inverter,7,26.28,1.182
timing repair buffer,33,320.3,14.41
tap,108,135.1,6.081
multi-input combinational,154,878.3,39.53
==> power by group <==
part	leakage, nW	internal, mW	total, mW	switching [mW]
clock network	0.0566	0.285	0.494	0.209
registers	0.300	0.606	0.619	0.0130
logic	0.363	0.0357	0.0727	0.0370
==> state kept, by name, indices dropped and copies added (netlist names) <==
signal / cells
bit_counter: 4
idx_ptr: 8
input_shift: 8
output_shift: 8
sda_out: 1
state: 4
sync_edge_scl.in0: 1
sync_edge_scl.in1: 1
sync_edge_sda.in0: 1
sync_edge_sda.in1: 1
==> layer usage <==
layer	vias up	GRT usage, %	part of all wire (%)
met4	0	1.073	2.0
met1	704	8.939	49
met5	-	0	0
li1	796	-	-
met2	30	10.10	44
met3	7	1.371	5.1
==> through the flow <==
step                      hold slack [ns]  cells
after floorplan                    0.3938    211
after global placement             0.4251    339
after detailed placement           0.4320    339
after CTS                          0.4396    347
after global routing               0.4536    347
final                              0.4366    347
==> cells in the final DEF, fill, tap and decap left out, types with 2 or more instances in the layout <==
cell type / count
buf_4: 4
nor2_1: 13
clkbuf_8: 6
nor2b_1: 2
inv_1: 7
o31ai_2: 2
nand2b_1: 4
o21ai_0: 5
a311oi_1: 8
xor2_1: 3
dfxtp_1: 36
nand3_1: 5
clkdlybuf4s50_1: 29
nand4_1: 3
o22ai_1: 3
and2_1: 4
o21ai_1: 3
nor4_1: 5
nor3_1: 2
a21oi_1: 21
and3_1: 2
ha_1: 3
a31oi_1: 2
nand2_1: 45
==> cell families after synthesis <==
kind of cell               Yosys count
AOI/OAI and AO/OA                   53
buffers and inverters               20
and+or+nand+nor                     95
DFF                                 37
xor gates and xnor gates             3
adders and majority gates            3
==> worst max path at each step <==
stage / endpoint / start / slack [ns]
finish: csr_we / bit_counter[0]$_SDFFE_PP0N_ / 0.26
global route: csr_we / bit_counter[0]$_SDFFE_PP0N_ / 0.14
CTS: csr_we / bit_counter[0]$_SDFFE_PP0N_ / 0.24
Power figures rest on the tool's default switching activity, not on a simulated workload.
