## /design/flow/run.sh

```bash
#!/bin/bash
# OpenROAD 26Q1-2900-gdf79404cd8, Yosys 0.63+post, stock flow scripts
make -C /OpenROAD-flow-scripts/flow DESIGN_CONFIG=/design/flow/config.mk WORK_HOME=/design/flow/orfs finish
```

## /design/flow/config.mk

```make
export PLATFORM = sky130hd
export DESIGN_NAME = gpio
export DESIGN_NICKNAME = gpio
export VERILOG_FILES = /design/flow/design.v
export SDC_FILE = /design/flow/constraint.sdc
export NUM_CORES = 4
export LEC_CHECK = 1
export CORE_UTILIZATION = 30
```

## /design/flow/constraint.sdc

```tcl
current_design gpio

set clk_period 2.5
set clk_io_pct 0.2

create_clock -name clk0 -period $clk_period [get_ports {clk}]

set non_clock_inputs [all_inputs -no_clocks]
set_input_delay [expr $clk_period * $clk_io_pct] -clock clk0 $non_clock_inputs
set_output_delay [expr $clk_period * $clk_io_pct] -clock clk0 [all_outputs]
```

## /design/flow/design.v

```verilog
module gpio #(
	parameter BASE_ADDR = 5'b0,
	parameter NUM_GPIOS = 8,
	parameter DFL_STATE = {NUM_GPIOS {1'b0}},
	parameter DFL_OE = {NUM_GPIOS {1'b0}}
) (
	input rst,
	input clk,
	input [4:0] csr_a,
	input [7:0] csr_di,
	input csr_we,
	output reg [7:0] csr_do,
	input [NUM_GPIOS-1:0] in,
	output reg [NUM_GPIOS-1:0] out,
	output reg [NUM_GPIOS-1:0] oe,
	output reg irq
);
wire [NUM_GPIOS-1:0] in_edge;
wire [NUM_GPIOS-1:0] in_sync;
sync_edge #(
	.WIDTH(NUM_GPIOS)
) sync_edge_gpio (
	.clk(clk),
	.in(in),
	.out(in_sync),
	.out0(),
	.out_edge(in_edge),
	.out_negedge(),
	.out_posedge()
);
reg [NUM_GPIOS-1:0] ie;
reg [NUM_GPIOS-1:0] ip;
always @(*) begin
	case (csr_a)
		BASE_ADDR + 5'h0: csr_do = {{8-NUM_GPIOS {1'b0}}, oe};
		BASE_ADDR + 5'h1: csr_do = {{8-NUM_GPIOS {1'b0}}, out};
		BASE_ADDR + 5'h2: csr_do = {{8-NUM_GPIOS {1'b0}}, in_sync};
		BASE_ADDR + 5'h3: csr_do = {{8-NUM_GPIOS {1'b0}}, ie};
		BASE_ADDR + 5'h4: csr_do = {{8-NUM_GPIOS {1'b0}}, ip};
		default: csr_do = 8'b0;
	endcase
end
always @(posedge clk) begin
	if (rst) begin
		oe <= DFL_OE;
		out <= DFL_STATE;
		ie <= {NUM_GPIOS {1'b0}};
		ip <= {NUM_GPIOS {1'b0}};
		irq <= 1'b0;
	end else begin
		irq <= 1'b0;
		ip <= ip | in_edge;
		if (in_edge & ie)
			irq <= 1'b1;
		if (csr_we) begin
			case (csr_a)
				BASE_ADDR + 5'h0: oe <= csr_di[NUM_GPIOS-1:0];
				BASE_ADDR + 5'h1: out <= csr_di[NUM_GPIOS-1:0];
				BASE_ADDR + 5'h3: begin
					ie <= csr_di[NUM_GPIOS-1:0];
					irq <= |(ip & csr_di[NUM_GPIOS-1:0]);
				end
				BASE_ADDR + 5'h4: ip <= ip & ~csr_di[NUM_GPIOS-1:0];
			endcase
		end
	end
end
endmodule
module sync_edge #(
	parameter WIDTH = 1
) (
	input clk,
	input [WIDTH-1:0] in,
	output [WIDTH-1:0] out,
	output [WIDTH-1:0] out0,
	output [WIDTH-1:0] out_edge,
	output [WIDTH-1:0] out_negedge,
	output [WIDTH-1:0] out_posedge
);
reg [WIDTH-1:0] in1, in0;
initial in0 = {WIDTH {1'b0}};
initial in1 = {WIDTH {1'b0}};
always @(posedge clk) begin
	{in1, in0} <= {in0, in};
end
assign out = in0;
assign out0 = in1;
assign out_edge = in1 ^ in0;
assign out_negedge = in1 & ~in0;
assign out_posedge = ~in1 & in0;
endmodule
```

==> results_slide.txt <==
Physical Implementation Snapshot

Timing
  – Tmin final: 2.40 ns
  – Max Fclk: 417 MHz
  – Slew HR: 77.7%
  – Worst-Margin Slew: 0.334 ns
  – Endpoints failing hold: 0
  – Slew Viols, Final: 0
  – Fin crit share: 95.9%
  – Final setup fails: 0
  – Clock skew: 0.00523 ns

Synth
  – Register share after synthesis: 50.0%
  – Distinct lib cells: 30
  – Syn. warnings: 2
  – Mapped Cells: 196
  – Synthesized chip area reported by yosys: 1960 um2
  – Max-area cell share: 50.0%
  – Yosys top cell by area: dfxtp_1
  – Main area contributors: dfxtp_1, mux2i_1, nor2_1, a22oi_1, a222oi_1
  – Post-synth regs: 49
  – Cell area after synthesis: 1960 um2
  – Syn avg cell area: 10.0 um2
  – Ys cells: 196

Run
  – OpenROAD warnings: 25
  – Max-cap viol count: 0

Global route
  – Largest net degree at the start of global routing: 18
  – Initial antenna violation count: 0
  – Global route overflow: 0
  – First-pass GRT wire length: 8380 um
  – Overall Global Routing Usage: 15.5%
  – Vias in the first global route: 1675

Clock tree
  – CTS Hold Buffers Added: 0
  – CTS tree: yes
  – CTS Sinks: 49
  – Clock tree buffer depth: 2
  – Reg clk slew, reported paths: 0.09 ns
  – H-tree levels: 2
  – CTS Root Buffer Type: clkbuf_8
  – Clock Latency Late Sink: 0.30 ns
  – Total CTS buffers: 5

Die
  – I/O pin count: 49
  – Die Ht: 82.9 um
  – # rows: 29
  – Fp_density: 30.9%
  – Core area: 6350 um2
  – Die area: 6870 um2
  – Die x size: 82.9 um

Outcome
  – Status: complete, no violations

Placement
  – GPL Wtd Cong: 0.835
  – Detailed Place HPWL: 3570 um
  – Port bufs: 48
  – Placed Cells: 326

Layout
  – Share of layout cells above drive strength 1: 19.4%
  – Area Overhead vs Synth: 44.4%
  – Final Util: 44.7%
  – Post-route insts no fill: 345

Setup path
  – CP required: 2.00 ns
  – Largest fanout on the critical path: 5
  – Crit-path cells: buf_4 -> nor4b_4 -> nor2b_4 -> buf_6 -> a222oi_1 -> nand2_1 -> clkdlybuf4s50_1
  – CP max stage cell: clkdlybuf4s50_1
  – R2r setup slk: 1.18 ns
  – Worst Reg-to-Reg Cells: 4
  – Top delay family on crit path: buffers and inverters
  – Worst Path Arrival: 1.90 ns
  – RR Startpoint: sync_edge_gpio.in0[4]$_DFF_P_
  – Setup crit start kind: input port
  – R2r endpoint: irq$_SDFF_PP0_
  – Crit path buf inv count: 3
  – Critical path class: in -> out
  – CP Capture Type: primary output
  – CP max stage delay: 0.45 ns
  – Critical path depth: 7

Drt
  – Number of iterations in the first detailed-routing pass: 5
  – Routed WL: 5070 um
  – DRC errors left: 0
  – DR iter-0 viols: 116
  – Routed vias/inst: 4.89
  – DR WL/cell: 14.7 um
  – Antenna diodes: 0
  – Via count: 1687
  – Antenna Violating Nets Remaining: 0

Power and ir drop
  – VDD IR max: 0.232 mV
  – PD cells: 517 nW/um2
  – Leakage power: 1.34 nW
  – Design Power: 1.46 mW

Min path
  – Hold Path Depth: 0
  – HP Class: reg -> reg
  – HP Start: sync_edge_gpio.in0[3]$_DFF_P_
  – WHS Endpoint: sync_edge_gpio.in1[3]$_DFF_P_
==> logic make-up (layout without fill, tap and decap cells) <==
logic type,count (synthesis),in the layout,share of synthesized area [%]
AND-OR/OR-AND,42,42,16.1
XOR/XNOR,8,8,3.57
buffers and inverters,20,92,5.03
flip-flops,49,49,50.0
multiplexers,24,24,12.2
AND/OR/NAND/NOR,53,53,13.1
==> placed cells by master (no fill, tap or decap), types with 2 or more instances in the layout <==
cell type / instances
xor2_1: 8
nor2_1: 26
buf_2: 3
nand2_1: 16
clkbuf_8: 5
clkdlybuf4s50_1: 39
buf_6: 2
mux2i_1: 24
a21oi_1: 8
buf_4: 25
a221oi_1: 2
clkinvlp_4: 2
inv_1: 8
o21ai_0: 7
buf_12: 2
a222oi_1: 8
dfxtp_1: 49
a22o_1: 2
and2_4: 2
a22oi_1: 11
dlymetal6s2s_1: 4
==> final cells by class <==
cell class | count | area, um2
fillers | 582 | 3510
flip-flops and latches | 49 | 981
multi-input cells | 127 | 922
repair buffers | 76 | 711
well taps | 77 | 96.3
clock buffers | 5 | 68.8
inverters | 8 | 30.0
clock inverters | 3 | 26.3
==> flip-flops by register name, summed over array words and instances (netlist names) <==
signal              cells
ip                      8
sync_edge_gpio.in0      8
irq                     1
ie                      8
oe                      8
sync_edge_gpio.in1      8
out                     8
==> synth_stat cells (all sizes together) <==
library cell and n:
nand4b 1, a22oi 11, a221oi 3, dfxtp 49
nand4 1, and2 2, and3b 1, nor4 1
nor2b 1, a31oi 1, mux2i 24, a41o 1
a222oi 8, and3 2, a22o 2, nor4b 1
nor2 26, inv 8, o21ai 8, nand3 1
buf 4, xor2 8, clkbuf 8, a21oi 8
nand2 16
==> worst reg2reg max path, delay by kind of cell (launching register included) <==
family         cells  cell delay [ns]
flip-flops         1             0.34
XOR/XNOR           1             0.18
AND-OR/OR-AND      3             0.66
==> what timing repair did <==
action | CTS | global route
endpoints found under the hold margin | 0 | 0
resized | 21 | 15
buffers inserted | 10 | 1
setup endpoints to repair | 8 | 16
pin swaps | 9 | 7
==> layer usage <==
layer	global-route usage [%]	up-vias	share of wire, %	wire [um]
li1	-	839	-	-
met1	24.1	789	47	2380
met2	24.4	54	45	2310
met3	2.52	5	6.9	350
met4	1.57	0	0.75	38
met5	0	-	0	0
==> report_power, final <==
part / total, mW / leakage (nW) / internal (mW) / switching, mW
Combinational: 0.151 / 0.891 / 0.0827 / 0.0688
Sequential: 0.831 / 0.404 / 0.810 / 0.0211
Clock: 0.482 / 0.0423 / 0.204 / 0.279
==> worst max-delay path by stage <==
| stage | startpoint | to | slack, ns |
|---|---|---|---|
| 4_1_cts | csr_a[4] | csr_do[7] | 0.0005 |
| 5_1_grt | csr_a[4] | csr_do[6] | -0.003 |
| 6_report | csr_a[4] | csr_do[5] | 0.10 |
==> through the flow <==
step                      setup TNS (ns)  worst slack, ns  area [um2]  hold WS [ns]
after floorplan                        0            0.759        1960         0.362
after global placement             -2.87           -0.379        2620         0.375
after detailed placement           -2.89           -0.384        2620         0.376
after CTS                              0         0.000540        2820         0.390
after global routing            -0.00424         -0.00272        2840         0.399
final                                  0            0.102        2840         0.385
Power is estimated from default activity; no workload was simulated.
