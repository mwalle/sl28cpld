==> flow/design.v <==
module sync_edge #(
	parameter WIDTH = 1
) (
	input clk,
	input [WIDTH-1:0] in,
	output [WIDTH-1:0] out,
	output [WIDTH-1:0] out0,
	output [WIDTH-1:0] out_edge,
	output [WIDTH-1:0] out_negedge,
	output [WIDTH-1:0] out_posedge
);
reg [WIDTH-1:0] in1, in0;
initial in0 = {WIDTH {1'b0}};
initial in1 = {WIDTH {1'b0}};
always @(posedge clk) begin
	{in1, in0} <= {in0, in};
end
assign out = in0;
assign out0 = in1;
assign out_edge = in1 ^ in0;
assign out_negedge = in1 & ~in0;
assign out_posedge = ~in1 & in0;
endmodule
module tacho #(
	parameter BASE_ADDR = 5'h0
) (
	input rst,
	input clk,
	input [4:0] csr_a,
	input [7:0] csr_di,
	input csr_we,
	output [7:0] csr_do,
	input ce_1hz,
	input tacho_in
);
wire tacho_negedge;
sync_edge sync_edge_tacho_sleep (
	.clk(clk),
	.in(tacho_in),
	.out(),
	.out0(),
	.out_edge(),
	.out_negedge(tacho_negedge),
	.out_posedge()
);
reg [9:0] counter;
reg [9:0] counter0;
always @(posedge clk) begin
	if (rst) begin
		counter <= 10'd0;
		counter0 <= 10'd0;
	end else begin
		if (tacho_negedge)
			counter <= counter + 10'd1;
		if (ce_1hz) begin
			counter0 <= counter;
			counter <= 10'd0;
		end
	end
end
wire tacho_scale = counter0[9] | counter0[8] | counter[7];
wire [6:0] tacho_count = (tacho_scale) ? counter0[9:3] : counter0[6:0];
wire [7:0] data_out = {tacho_scale, tacho_count};
assign csr_do = (csr_a == BASE_ADDR) ? data_out : 8'b0;
endmodule
==> flow/run.sh <==
#!/bin/bash
# OpenROAD 26Q1-2900-gdf79404cd8, Yosys 0.63+post, stock flow scripts
make -C /OpenROAD-flow-scripts/flow DESIGN_CONFIG=/design/flow/config.mk WORK_HOME=/design/flow/orfs finish
==> flow/config.mk <==
export PLATFORM = sky130hd
export DESIGN_NAME = tacho
export DESIGN_NICKNAME = tacho
export VERILOG_FILES = /design/flow/design.v
export SDC_FILE = /design/flow/constraint.sdc
export NUM_CORES = 4
export LEC_CHECK = 1
export CORE_AREA = 10 10 103 103
export DIE_AREA = 0 0 113 113
==> flow/constraint.sdc <==
current_design tacho

set clk_period 1.8
set clk_io_pct 0.2

create_clock -name clk0 -period $clk_period [get_ports {clk}]

set non_clock_inputs [all_inputs -no_clocks]
set_input_delay [expr $clk_period * $clk_io_pct] -clock clk0 $non_clock_inputs
set_output_delay [expr $clk_period * $clk_io_pct] -clock clk0 [all_outputs]
==> flow_summary.json <==
{
  "outcome": "finished, final reports clean",
  "wl_microns": 2150,
  "ios": 26,
  "numSynthFlops": 22,
  "maxSlewViolCount": 0,
  "slowest_stage": "dfxtp_4",
  "finalWorstSetupSlack_ns": 0.0568,
  "reg2reg_depth": 4,
  "hold_path.class": "reg -> reg",
  "cp_data_arrival_time_ns": 1.38,
  "relSlewSlack_pct": 81.8,
  "grt_max_degree": 13,
  "synth_stat.cells": 108,
  "grt_antenna_before_repair": 0,
  "top_cells_by_area": "dfxtp_1 (45%), mux2i_1 (15%), nor2_1 (8.5%), a21oi_1 (5.1%), o31ai_1 (2.3%)",
  "clock.latency.late_pin_ns": 0.26,
  "syn_avg_cell_area_sq_um": 9.04,
  "ys_seq_share_pct": 45.1,
  "grt_util_all_layers_pct": 3.29,
  "cts_sinks": 22,
  "fp-utilization_pct": 11.8,
  "ff_type": "dfxtp_1",
  "warnings": 36,
  "r2r-end": "counter[8]",
  "synth_area_sq_um": 976,
  "dieWidth_microns": 113,
  "cp_max_fo": 5,
  "grt_pass1_wl_microns": 3680,
  "ctsHoldBuffers": 0,
  "grt_pass1_vias": 786,
  "critical_path_class": "reg -> out",
  "coreArea_sq_mm": 0.00830,
  "crit_chain": "nor3_2, buf_4, buf_6, mux2i_1, nor2_1, buf_2",
  "syn_inst": 108,
  "antennaDiodeCount": 0,
  "synth_top_area_share_pct": 45.1,
  "pre_cts_ws_ns": -0.353,
  "tightest_slew_ns": 0.271,
  "holdWs_ns": 0.397,
  "power_w": 0.000888,
  "die-area_sq_mm": 0.0128,
  "cts_tree": "built",
  "finish.instance_area_sq_mm": 0.00139,
  "gp_congestion": 0.761,
  "fillers": 909,
  "drt_iter0_drc": 48,
  "firstDrtPassIters": 4,
  "final_hold_viol_count": 0,
  "drive_above_1_share_pct": 26.8,
  "placed_area_sq_mm": 0.00128,
  "critical-path-max-stage-delay_ns": 0.36,
  "r2r_setup_slack_ns": 0.27,
  "fmax_ghz": 0.574,
  "via_count": 830,
  "routed_via_density": 3.42,
  "ir_worst_vdd_mv": 0.363,
  "cts_buffers": 3,
  "leakagePower_nw": 0.559,
  "die_h_microns": 113,
  "cap_violations": 0,
  "synth_chip_area_sq_um": 976,
  "hold_depth": 0,
  "end_kind": "output pin",
  "yosys_warnings": 2,
  "whs_endpoint": "sync_edge_tacho_sleep.in1",
  "detail_route.wl_per_cell_microns": 8.86,
  "yosysUniqueCellTypes": 26,
  "rsz0062_at_grt": "yes",
  "cts_max_level": 1,
  "edf_count": 0,
  "finalCriticalPeriod_ns": 1.74,
  "grt_overflow": 0,
  "critPathBufInv": 3,
  "async_flop_share_pct": 0,
  "finalClockPeriodUsage_pct": 96.8,
  "drcViolationCount": 0,
  "setup_viol": 0,
  "clock-root-buffer": "clkbuf_8",
  "clk_pin_slew_ns": 0.08,
  "required_ns": 1.44,
  "rows": 33,
  "io_buffers": 16,
  "ant_nets": 0,
  "worst_r2r_startpoint": "counter[1]",
  "min_from": "sync_edge_tacho_sleep.in0",
  "largest_area_cell": "dfxtp_1",
  "worstSetupStartpointType": "flip-flop",
  "synth.top_cells.by_count": "dfxtp_1 (22), nor2_1 (22), mux2i_1 (15)",
  "critical-path-top-delay-family": "buffers and inverters",
  "syn2layout_area_growth_pct": 42.6,
  "clockBufferDepth": 2,
  "skew_ns": 0.00430,
  "fin_tns_setup_ns": 0,
  "power.density_mw_per_mm2": 638
}
## cell type report
cell class              instances  area (sq um)  share of cell area [%]
multi-input cells              81           520                    37.4
well taps                     105           131                    9.44
clock buffers                   4          55.1                    3.96
inverters                       1          3.75                   0.270
repair buffers                 30           235                    16.9
flip-flops and latches         22           445                    32.0
## report_power, final
group | total (W) | internal [W] | switching (W)
Sequential | 0.000492 | 0.000489 | 0.00000325
Combinational | 0.0000521 | 0.0000286 | 0.0000235
Clock | 0.000344 | 0.000195 | 0.000150
## cell usage in the layout (no fill, tap or decap), types with 2 or more instances in the layout
cell	netlist	routed
nand3_1	4	4
or3_2	3	3
nor2_1	22	20
a21oi_1	10	10
buf_2	1	3
nor3_2	1	2
clkbuf_2	0	4
or4_1	3	3
buf_4	0	12
dfxtp_1	22	20
buf_6	1	2
mux2i_1	15	15
dlygate4sd2_1	0	4
o31ai_1	3	3
o21ai_0	4	4
nand2_1	5	4
clkdlybuf4s50_1	0	4
clkbuf_8	0	4
nor2_2	0	2
## cells by family (layout without fill, tap and decap cells)
group	count (synthesis)	count (layout)	share of synthesized area, %
buf+inv	5	35	2.82
compound gates	17	17	9.49
flops	22	22	45.1
xor+xnor	2	2	1.80
fa+ha+maj	1	1	1.28
mux	15	15	15.4
simple gates	46	46	24.1
## worst max-delay path by stage
stage	cells after the start	from	endpoint
CTS	7	csr_a[4]	csr_do[0]
global route	6	counter0[9]	csr_do[2]
finish	6	counter0[9]	csr_do[4]
## registers in the layout, indices dropped and copies added, names as in the netlist
name                       flops
sync_edge_tacho_sleep.in1      1
counter0                      10
counter                       10
sync_edge_tacho_sleep.in0      1
## stage by stage
stage          instances  util, %
2_1_floorplan        108        -
3_3_place_gp         230     15.4
3_5_place_dp         230     15.4
4_1_cts              239     16.5
5_1_grt              243     16.8
6_report             243     16.8
## per-layer routing
metal	wire length, microns	global-route usage (%)	share of wire (%)	up-vias
met5	0	0	0	-
met4	32	0.761	1.5	0
met3	40	0.427	1.9	2
met2	1050	5.38	49	8
met1	1030	4.51	48	381
li1	-	-	-	439
## what timing repair did
item | in CTS | in global routing
pin swaps | 11 | 6
setup endpoints to repair | 8 | 6
resized | 25 | 10
buffers inserted | 5 | 4
